`run.sh`:
```
#!/bin/bash
# OpenROAD 26Q1-2900-gdf79404cd8, Yosys 0.63+post, stock flow scripts
make -C /OpenROAD-flow-scripts/flow DESIGN_CONFIG=/design/flow/config.mk WORK_HOME=/design/flow/orfs finish
```
`config.mk`:
```
export PLATFORM = sky130hd
export DESIGN_NAME = RegisterFile
export DESIGN_NICKNAME = RegisterFile
export VERILOG_FILES = /design/flow/design.v
export SDC_FILE = /design/flow/constraint.sdc
export NUM_CORES = 4
export LEC_CHECK = 1
export CORE_UTILIZATION = 40
```
`constraint.sdc`:
```
current_design RegisterFile

set clk_period 12.2
set clk_io_pct 0.2

create_clock -name clk0 -period $clk_period

set non_clock_inputs [all_inputs -no_clocks]
set_input_delay [expr $clk_period * $clk_io_pct] -clock clk0 $non_clock_inputs
set_output_delay [expr $clk_period * $clk_io_pct] -clock clk0 [all_outputs]
```
`design.v`:
```
module RegisterFile
(
	input clk,
	input reset,
	input [63:0] WriteData,
	input [4:0] RS1,
	input [4:0] RS2,
	input [4:0] RD,
	input RegWrite,
	output reg [63:0] ReadData1,
	output reg [63:0] ReadData2
);
	reg [63:0]  Registar [31:0];
	initial 
	begin 
		Registar[0] = 64'd25;
		Registar[1] = 64'd76;
		Registar[2] = 64'd62;
		Registar[3] = 64'd6;
		Registar[4] = 64'd5;
		Registar[5] = 64'd39;
		Registar[6] = 64'd35;
		Registar[7] = 64'd72;
		Registar[8] = 64'd7;
		Registar[9] = 64'd72;
		Registar[10] = 64'd2;
		Registar[11] = 64'd34;
		Registar[12] = 64'd4;
		Registar[13] = 64'd64;
		Registar[14] = 64'd17;
		Registar[15] = 64'd79;
		Registar[16] = 64'd52;
		Registar[17] = 64'd49;
		Registar[18] = 64'd22;
		Registar[19] = 64'd23;
		Registar[20] = 64'd71;
		Registar[21] = 64'd94;
		Registar[22] = 64'd59;
		Registar[23] = 64'd29;
		Registar[24] = 64'd81;
		Registar[25] = 64'd56;
		Registar[26] = 64'd4;
		Registar[27] = 64'd99;
		Registar[28] = 64'd49;
		Registar[29] = 64'd54;
		Registar[30] = 64'd43;
		Registar[31] = 64'd52;
	end
	always @ (posedge clk & RegWrite)
	begin
		Registar[RD] = WriteData;
	end
	always @ (RS1 or RS2 or reset)
	begin
		if (reset)
		begin
			ReadData1 = 64'b0;
			ReadData2 = 64'b0;
		end
		else
		begin
			ReadData1 = Registar[RS1];
			ReadData2 = Registar[RS2];
		end
	end
endmodule
```
==> out/metrics.csv <==
stage,metric,value,unit
routing,antenna_left,0,
yosys,ys_sh_adder,0,%
timing,unclocked_pins,2048,
die,pin_count,210,
setup_path,crit_type,primary input to output port,
die,die_w,491,µm
grt,grt_pass1_vias,58600,
timing,finalSetupViolations,0,
clock_tree,cts_resized,0,
timing,tightest_slew,1.46,ns
yosys,netlist_logic_family_top,multiplexers,
yosys,yosys.area.top_type_share,64.3,%
timing,final-max-slew-violation-count,0,
clock_tree,post-cts-setup-buffers,0,
power_and_ir_drop,internal_power,0.00129,W
yosys,yosys_area,0.0957,mm²
yosys,yosysUniqueCellTypes,50,
yosys,yosys_cells,5126,
timing,hold_violations,0,
die,fp_util,40.2,%
die,coreArea,0.238,mm²
setup_path,path_max_fanout,63,
place,gp_congestion,0.908,
power_and_ir_drop,irDropWorstVdd,0.0354,mV
routing,detail_route.wl_per_cell,36.5,µm
yosys,netlist_instances,5126,
yosys,area_leaders,"edfxtp_1 64%, mux4_2 17%, mux2i_1 6.8%, mux2_2 1.9%, a22oi_1 1.6%",
yosys,top_area_cell,edfxtp_1,
grt,grt_use_met1,32.5,%
place,post-place-ws,2.75,ns
routing,drc,0,
power_and_ir_drop,switching_share,43.9,%
setup_path,cp_data_arrival_time,6.97,ns
clock_tree,hold_buffers,0,
run_status,outcome,"finished, final reports clean",
die,die_h,491,µm
layout,utilization,43.0,%
setup_path,end_kind,output port,
min_path,hold_path_class,primary input to output port,
setup_path,cp.required,9.76,ns
yosys,muxShareOfSynthArea,25.9,%
timing,setup_slack,2.79,ns
yosys,synthAoiAreaFrac,4.48,%
layout,largest_register_ffs,2048,
timing,fin_crit,9.41,ns
yosys,synth_area_per_cell,18.7,µm²
place,portBuffers,210,
power_and_ir_drop,p_leak,31.9,nW
layout,area_growth_syn_to_layout,6.95,%
yosys,synthXorXnorAreaFrac,0,%
job,drv_cap,0,
yosys,yosys_warnings,1,
grt,antenna_found_initial,10,
grt,grt-busiest-layer,met2,
timing,fin_tns_setup,0,ns
job,warnings,65,
die,rows,179,
routing,avgViaCountPerCell,6.34,
grt,grt.overflow.total,0,
layout,layout-drive-gt1-share,25.0,%
grt,grt_usage,27.9,%
setup_path,startpoint_type,primary input,
routing,drt-total-wl,307000,µm
place,dp_hpwl,188000,µm
power_and_ir_drop,cellPowerDensity,22.4,mW/mm²
min_path,worst_hold_path.num_cells,3,
yosys,syn_area,0.0957,mm²
grt,use_met3,22.4,%
yosys,ys_sh_simple,2.74,%
timing,rsz0062_at_grt,false,
yosys,yosysSeqAreaShare,64.3,%
timing,fin_crit_sh,77.1,%
routing,drt_iter0_markers,3440,
routing,first_pass_iters,24,
power_and_ir_drop,switchingPower,0.00101,W
grt,met2_usage,40.7,%
layout,flop_area,0.0615,mm²
timing,clock.fmax,106,MHz
grt,grt_pass1_wl,434000,µm
routing,vias,53400,
yosys,numSynthFlops,2048,
die,die-area,0.241,mm²
timing,slew_headroom,2.15,%
grt,grt_max_degree,218,
timing,untimed_endpoints,4096,
layout,mi_logic_area,0.0321,mm²
layout,fillers,20400,
critical path, stage by stage:
cell and delay [ns]:
buf_8 0.49, buf_4 0.66, buf_4 0.55, buf_4 0.58, mux4_2 0.31, o221ai_1 0.11
o21a_1 0.17, nor4_1 0.75, buf_4 0.22, clkdlybuf4s50_1 0.45
Yosys cell counts, drive strengths merged:
cell type	n
o22ai	139
a211oi	75
or3	1
clkinv	1
buf	279
a22oi	209
nor2	68
and4	4
nand2b	14
a31oi	2
or2	13
nor2b	79
o21a	4
mux2	160
a32oi	4
clkbuf	136
and2	9
mux4	731
edfxtp	2048
o21ai	18
nand2	85
nand3	74
nand3b	11
a221o	2
nor3	51
mux2i	651
inv	2
o2111a	5
o31ai	15
or3b	3
a21oi	107
a2111oi	9
o221ai	19
a211o	8
nor4	60
a221oi	1
a2111o	3
and3	5
nand4	21
power groups by stage:
stage / sequential, W / combinational [W] / clock [W]
CTS: 0.000709 / 0.00159 / 0
global route: 0.000727 / 0.00169 / 0.0000000000111
logic make-up after synthesis:
kind of cell | count (synthesis)
and+or+nand+nor | 498
AOI/OAI and AO/OA | 620
buffers and inverters | 418
DFF | 2048
muxes | 1542
cell type report:
type	count	area share, %
inverters	3	0.0110
flip-flops and latches	2048	60.1
multi-input cells	2660	31.3
repair buffers	539	4.66
well taps	3167	3.87
diodes	3	0.00734
metal layers:
metal  share of wire [%]  up-vias
li1                    -    21800
met1                  31    27200
met2                  46     3837
met3                  19      502
met4                 3.3       28
met5                0.18        -
through the flow:
stage / std cells / instance area [µm²] / power [W] / hold WS (ns)
5_1_grt: 8418 / 102000 / 0.00241 / 5.74
4_1_cts: 8417 / 102000 / 0.00229 / 5.71
3_3_place_gp: 8417 / 102000 / 0.00228 / 5.69
3_5_place_dp: 8417 / 102000 / 0.00229 / 5.69
2_1_floorplan: 5126 / 95700 / 0.00206 / 5.17
6_report: 8420 / 102000 / 0.00229 / 5.69
path summary, 6_finish.rpt:
path / slack [ns] / from / to
setup / recovery: 2.79 / RS2[1] / ReadData2[37]
hold / removal: 5.69 / reset / ReadData2[14]
cells in the final DEF, fill, tap and decap left out, types with 73 or more instances in the layout:
cell type	count
mux4_2	731
a211oi_1	75
mux2_2	160
a21oi_1	107
edfxtp_1	2048
buf_4	317
o22ai_1	139
a22oi_1	209
nand3_1	73
clkdlybuf4s50_1	200
nand2_1	82
mux2i_1	651
Power is estimated from default activity; no workload was simulated.
